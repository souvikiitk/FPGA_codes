==> ./design.v <==
module DDS_main (
    input wire clk,            
    input wire reset,          
    output reg W_CLK,          
    output reg FQ_UD,          
    output reg DATA,           
    output reg RESET,	  
	 output reg led1 = 0,
	 output reg led2 = 0
);
    localparam REF_CLK = 125000000;  
    localparam TUNING_WORD_WIDTH = 32;
	 localparam freq = 200000;
    reg [TUNING_WORD_WIDTH-1:0] tuning_word;
    always @(posedge clk or posedge reset) begin
        if (reset) begin
            tuning_word <= 0;
        end else begin
            reg [63:0] tuning_word_64;
            tuning_word_64 = (freq * 64'd4294967295) / REF_CLK;
            tuning_word <= tuning_word_64[TUNING_WORD_WIDTH-1:0];
        end
    end
    typedef enum logic [2:0] {
        IDLE = 3'b000,
        RESET_PULSE = 3'b001,
        SEND_TW = 3'b010,
        SEND_CTRL_BYTE = 3'b011,
        UPDATE_FREQ = 3'b100
    } state_t;
    state_t state, next_state;
    reg [5:0] bit_count;
    reg [7:0] clk_div;
    wire slow_clk = clk_div[7];
	 reg update_prog = 1'b0;
    always @(posedge clk or posedge reset) begin
        if (reset) begin
            clk_div <= 8'b0;
        end else begin
            clk_div <= clk_div + 1;
        end
    end
    always @(posedge slow_clk or posedge reset) begin
        if (reset) begin
            state <= IDLE;
        end else if(!update_prog) begin
            state <= next_state;
				led1 <=~ led1; 
        end
    end
    always @(*) begin
        next_state = state;  
        case (state)
            IDLE: next_state = RESET_PULSE;
            RESET_PULSE: next_state = SEND_TW;
            SEND_TW: next_state = (bit_count == 6'd31) ? SEND_CTRL_BYTE : SEND_TW;
            SEND_CTRL_BYTE: next_state = (bit_count == 6'd39) ? UPDATE_FREQ : SEND_CTRL_BYTE;
            UPDATE_FREQ: next_state = IDLE;
            default: next_state = IDLE;
        endcase
    end
    always @(posedge slow_clk or posedge reset) begin
        if (reset) begin
            W_CLK <= 1'b0;
            FQ_UD <= 1'b0;
            DATA <= 1'b0;
            RESET <= 1'b0;  
            bit_count <= 6'd0;
        end else begin
            case (state)
                IDLE: begin
                    RESET <= 1'b0;
                    bit_count <= 6'd0;
                    W_CLK <= 1'b0;
                    FQ_UD <= 1'b0;
                end
                RESET_PULSE: begin
                    RESET <= 1'b1;
                    bit_count <= 6'd0;  
                    W_CLK <= 1'b0;
                end
                SEND_TW: begin
                    RESET <= 1'b0;
                    if (W_CLK == 1'b0) begin
								DATA <= tuning_word[bit_count];
                        bit_count <= bit_count + 1;  
                    end
                    W_CLK <= ~W_CLK;  
                end
                SEND_CTRL_BYTE: begin
                    if (W_CLK == 1'b0) begin
								DATA <= 1'b0;
                        bit_count <= bit_count + 1;  
                    end
                    W_CLK <= ~W_CLK;  
                end
                UPDATE_FREQ: begin
                    FQ_UD <= 1'b1;  
                    W_CLK <= 1'b0;
						  update_prog <= 1'b1;
						  led2<= 1'b1;
                end
            endcase
        end
    end
endmodule
==> ./run.sh <==
#!/bin/bash
# OpenROAD 26Q1-2900-gdf79404cd8, Yosys 0.63+post, stock flow scripts
make -C /OpenROAD-flow-scripts/flow DESIGN_CONFIG=/design/flow/config.mk WORK_HOME=/design/flow/orfs finish
==> ./config.mk <==
export PLATFORM = sky130hd
export DESIGN_NAME = DDS_main
export DESIGN_NICKNAME = DDS_main
export VERILOG_FILES = /design/flow/design.v
export SDC_FILE = /design/flow/constraint.sdc
export NUM_CORES = 4
export LEC_CHECK = 1
export CORE_AREA = 10 10 103 103
export DIE_AREA = 0 0 113 113
==> ./constraint.sdc <==
current_design DDS_main

set clk_period 1.4
set clk_io_pct 0.2

create_clock -name clk0 -period $clk_period [get_ports {clk}]

set non_clock_inputs [all_inputs -no_clocks]
set_input_delay [expr $clk_period * $clk_io_pct] -clock clk0 $non_clock_inputs
set_output_delay [expr $clk_period * $clk_io_pct] -clock clk0 [all_outputs]
==> impl_metrics.json <==
{
  "status": "completed",
  "ys.flops": 26,
  "unclocked_regs": 17,
  "vdd_drop_max_mv": 0.5880,
  "routed.top_layer": "met4",
  "clock_skew_ps": 4.003,
  "drt_drc_violations_left": 0,
  "grt.total_usage_pct": 3.047,
  "arrival_ps": 1280,
  "io_buffers": 7,
  "hpwlAfterDp_um": 1479,
  "synth_area_mm2": 0.001117,
  "grt_max_degree": 18,
  "yosysWarnings": 1,
  "grt_first_pass_wirelength_um": 3408,
  "cp_slowest_stage_delay_ps": 400,
  "placed_area_mm2": 0.001340,
  "untimed_endpoints": 24,
  "core_mm2": 0.008299,
  "flop_cell": "dfrtp_1",
  "holdCritPathClass": "input port to asynchronous set/reset pin",
  "yosysUniqueCellTypes": 32,
  "min_period_ps": 1121,
  "cts_resized": 0,
  "wl_per_cell_um": 8.729,
  "wl_met3_um": 60,
  "syn_inst": 99,
  "clockPowerShare_pct": 50.6,
  "wl_met1_um": 880,
  "first_pass_iters": 4,
  "grt_setup_unrepaired": "false",
  "routed-wl-met2_um": 947,
  "tool_warnings": 25,
  "swShare_pct": 18.93,
  "path_max_fanout": 4,
  "vias_per_cell": 3.514,
  "yosys_area_mm2": 0.001117,
  "end_kind": "flop",
  "final_core_util_pct": 16.69,
  "rr_endpoint": "clk_div[6]$_DFF_PP0_",
  "cts_tree": "built",
  "clk_latency_ps": 230,
  "clock_path_buffers": 2,
  "p_seq_share_pct": 45.7,
  "ys_cells": 99,
  "worst-r2r-setup-slack_ps": 280,
  "die_x_um": 113,
  "fp_util_pct": 13.46,
  "crit_chain": "ha_1 > and3_1 > nand3_1 > xnor2_1",
  "cellLeakagePower_uw": 0.0005749,
  "diodes": 0,
  "drive_gt1_share_pct": 10.62,
  "area_growth_pct": 23.96,
  "finalHoldViolCount": 0,
  "timing.hold.ws_ps": 395.8,
  "postCtsSetupRepairBufs": 0,
  "path_clk_slew_ps": 40,
  "ys_async_sr_fraction_pct": 92.31,
  "edf_count": 2,
  "cts_hold_buf": 0,
  "dieArea_mm2": 0.01277,
  "drt_wl_total_um": 1903,
  "ys_seq_share_pct": 59.24,
  "fp-row-count": 33,
  "finalMaxSlewViolations": 0,
  "grt_pass1_vias": 746,
  "final_antenna_net_count": 0,
  "fmax_mhz": 891.7,
  "fp.dieH_um": 113,
  "rr_startpoint": "clk_div[0]$_DFF_PP0_",
  "cts_htree_levels": 1,
  "p_sw_uw": 109.1,
  "p_int_uw": 467.2,
  "antenna_found_initial": 0,
  "grt_overflow_total": 0,
  "crit_path_start_kind": "flop",
  "drt-initial-drc-count": 14,
  "min_period_over_period_pct": 80.10,
  "powerDensity_mw_per_mm2": 416.0,
  "finalPower_uw": 576.3,
  "required_ps": 1550,
  "fin_setup_tns_ps": 0,
  "cp_slowest_cell": "dfrtp_1",
  "final_area_mm2": 0.001385,
  "num_io_pins": 8,
  "syn_area_per_cell_um2": 11.29,
  "combPwrFrac_pct": 3.7,
  "path_class": "flop to flop",
  "cts-root-buf": "clkbuf_8",
  "numCtsBuffers": 3,
  "gp_congestion": 0.7736,
  "reg2reg_depth": 4,
  "cap_violations": 0,
  "vias": 766,
  "setup_violations": 0,
  "critPathLaunch": "clk_div[0]$_DFF_PP0_"
}
## cell families (layout without fill, tap and decap cells)
kind of cell               Yosys count  in the layout  share of synthesized area (%)
adders and majority gates            2              2                          2.239
and+or+nand+nor                     34             34                          15.23
AOI/OAI and AO/OA                   17             17                          11.20
buffers and inverters                8             21                          2.800
xor gates and xnor gates             9              9                          7.054
DFF                                 26             26                          59.24
other                                1              2                         0.3356
muxes                                2              2                          1.904
## worst max-delay path by stage
stage / endpoint
finish: clk_div[6]$_DFF_PP0_
global route: clk_div[6]$_DFF_PP0_
CTS: clk_div[6]$_DFF_PP0_
## layer usage
metal | up-vias | track usage [%]
li1 | 369 | -
met1 | 387 | 3.970
met2 | 8 | 5.146
met3 | 2 | 0.8547
met4 | 0 | 0.1692
met5 | - | 0
## cells in the mapped netlist, types with 2 or more instances
library cell	instances	area, um2
and3_1	2	12.51
dfrtp_1	23	575.6
inv_1	7	26.28
edfxtp_1	2	60.06
nand3_1	5	25.02
nor3_1	2	10.01
nor2_1	6	22.52
xnor2_1	5	43.79
nor2b_1	2	12.51
nand4_1	3	18.77
ha_1	2	25.02
nand2_1	10	37.54
o21ai_0	8	40.04
xor2_1	4	35.03
## area by class of cell
| type | instances | area, um2 |
|---|---|---|
| Sequential cell | 26 | 661.9 |
| Timing Repair Buffer | 10 | 92.59 |
| Multi-Input combinational cell | 66 | 427.9 |
| Clock buffer | 4 | 45.04 |
| Tap cell | 105 | 131.4 |
| Fill cell | 887 | 6914 |
| Inverter | 7 | 26.28 |
## power by group through the flow
| stage | logic (uW) | registers, uW | clock network [uW] |
|---|---|---|---|
| CTS | 23.3 | 263 | 299 |
| global route | 25.6 | 263 | 310 |
| finish | 21.6 | 263 | 291 |
## registers in the layout, indices dropped and copies added (netlist names), named ones only
| name | count |
|---|---|
| update_prog | 1 |
| RESET | 1 |
| W_CLK | 1 |
| bit_count | 6 |
| clk_div | 8 |
| tuning_word | 1 |
| DATA | 1 |
| led1 | 1 |
| state | 3 |
| FQ_UD | 1 |
## layout by cell type, fill, tap and decap left out, types with 2 or more instances in the layout
| master | instances |
|---|---|
| dfrtp_1 | 23 |
| nand3_1 | 5 |
| nand2_1 | 10 |
| nor2b_1 | 2 |
| ha_1 | 2 |
| conb_1 | 2 |
| xnor2_1 | 5 |
| xor2_1 | 4 |
| buf_4 | 3 |
| clkbuf_8 | 3 |
| inv_1 | 7 |
| nor3_1 | 2 |
| nor2_1 | 6 |
| nand4_1 | 3 |
| and3_1 | 2 |
| clkdlybuf4s50_1 | 7 |
| edfxtp_1 | 2 |
| o21ai_0 | 8 |
## metrics by stage
stage	cells	setup slack [ps]
finish	218	278.6
global route	218	183.2
CTS	218	265.6
detailed placement	214	270.6
global placement	214	315.9
floorplan	100	338.0
## critical path, delay by kind of cell, from the launching register on
family	cells	cell delay, ps
flip-flops	1	400
AND/OR/NAND/NOR	2	310
XOR/XNOR	1	110
adder cells (fa/ha/maj)	1	230
No activity file was given, so power comes from the tool's default toggle rates.
